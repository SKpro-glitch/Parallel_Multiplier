==> design.v <==
`timescale 1ns / 1ps
module Inter_Prod #(parameter bits = 31)(
    input [bits:0] x, y, z,
    output [bits:0] s, c
    );
    assign s = x ^ y ^ z;
    assign c = (x & y) | (y & z) | (x & z);
endmodule
`timescale 1ns / 1ps
module Multiplier #(parameter N = 32, bits = N-1, prod = 2*bits+1)(
    input [bits:0] a, b,  
    output [prod:0] p  
    );
    wire [bits:0] c [bits:0];  
    wire [bits-1:0] s [bits:0];  
    Inter_Prod #(bits) ip0 (
        b[0] ? a : 0,
        0,
        0,
        {s[0], p[0]},
        c[0]
    );
    genvar i;
    generate
        for(i=1; i<=bits; i=i+1)
            Inter_Prod #(bits) ip (
                b[i] ? a : 0,
                {1'b0, s[i-1]},
                c[i-1],
                {s[i], p[i]},
                c[i]
            );
    endgenerate
    assign p[prod:prod-bits] = s[bits] + c[bits];        
endmodule
`timescale 1ns / 1ps
module Multiplier_Wrapper #(parameter N = 32, bits = N-1, prod = 2*bits+1)(
    input clk, rst,  
    input [bits:0] a_in, b_in,  
    output reg [prod:0] p  
    );
    reg [bits:0] a, b;  
    wire [prod:0] product;  
    always @ (posedge clk) begin 
        if(rst)  
            {a, b} = {{N{1'b0}}, {N{1'b0}}};
        else begin  
            a <= a_in;
            b <= b_in;
            p <= product;
        end
    end
    Multiplier #(.N(N)) mul (
        .a(a),
        .b(b),
        .p(product)
    );
endmodule
==> run.sh <==
#!/bin/bash
# OpenROAD 26Q1-2900-gdf79404cd8, Yosys 0.63+post, stock flow scripts
make -C /OpenROAD-flow-scripts/flow DESIGN_CONFIG=/design/flow/config.mk WORK_HOME=/design/flow/orfs finish
==> config.mk <==
export PLATFORM = sky130hd
export DESIGN_NAME = Multiplier_Wrapper
export DESIGN_NICKNAME = Multiplier_Wrapper
export VERILOG_FILES = /design/flow/design.v
export SDC_FILE = /design/flow/constraint.sdc
export NUM_CORES = 4
export LEC_CHECK = 1
export CORE_UTILIZATION = 50
==> constraint.sdc <==
current_design Multiplier_Wrapper

set clk_period 24.3
set clk_io_pct 0.2

create_clock -name clk0 -period $clk_period [get_ports {clk}]

set non_clock_inputs [all_inputs -no_clocks]
set_input_delay [expr $clk_period * $clk_io_pct] -clock clk0 $non_clock_inputs
set_output_delay [expr $clk_period * $clk_io_pct] -clock clk0 [all_outputs]
==> summary.txt <==
Latest figures from synthesis and place and route.

The met2 routed wirelength is 26,200 um. The global routing report lists combined usage of all routing layers as 17.4%. The fill cell total of the finished layout is 5,444. After synthesis, the chip area reported by Yosys is 0.0317 mm^2. In the CTS report, the clock slew at the register clock pins of the worst setup and hold paths is listed as 70 ps. The end-of-flow timing check tallies setup violations at 0. After synthesis the cells add up to 0.0317 mm^2. The largest net degree at the start of global routing is 50. Per the detailed-route log, wirelength across all metal layers totals 48,700 um. From left edge to right edge, the die measures 254 um. STA classifies the critical path endpoint as a flip-flop. The hold-fix buffer count after cts is 0. The tally of yosys warning messages is 2.

In this design, the stage delay of the slowest critical-path cell is 840 ps. The top fanout value on the critical path is 32. For this design, the slowest cell found on the critical path is dfxtp_1. The kind of cell adding the most delay to the critical path is adder cells. Once placement finished, the instance area stood at 0.0337 mm^2. The sum of met3 wire segment lengths after detailed routing is 1620 um. The die height is 254 um. The placement summary gives the final routability congestion estimate as 0.855. Hold timing on the final database bottoms out at a slack of 860 ps. After detailed routing, the number of vias per cell comes to 5.08. The placeable core area is 0.0629 mm^2.

For the worst-skew pair, the clock arrives at the later sink with an insertion delay of 480 ps. According to the I/O placement log, the pin count is 130. The layout overhead on the synthesized area is 7.93%. Looking at the max-slew report, the worst-margin pin has a slew of 841 ps. The final layout reports a setup TNS of 0 ps. During placement, the flow inserted port buffers numbering 129. OpenROAD reports that the post-layout worst path occupies 78.6% of the period. The count of buffers added by post-CTS timing repair for setup is 0. The number of global-route vias before repair is 20,200. Counting along the longest clock path gives a buffer depth of 2.

Sequential cells were found to cover 10.1% of the synthesized design area. In this run the maximum-capacitance check reported violations numbering 0. The required time of the worst setup path is 24,510 ps. The run finished with clean final reports.

The report lists the number of cells resized after CTS as 0. The wire length of the first global-routing pass is 86,500 um. The number of vias after detailed routing is 18,400. The number of clock sinks seen by CTS is 128.

Per the final layout report, the fraction of cells sized above drive strength 1 comes to 3.17%. The first-pass iteration count of the detailed router is 4. The initial antenna violation count is 0. The final critical-path required period is 19,100 ps. The type recorded for the worst min-delay path is reg -> reg.

After routing the design area is 0.0343 mm^2. Global routing finished with a remaining overflow of 0. After detailed routing, no signal wire sits above met4. The most prevalent standard cell on the critical path is fa_1.

The number of distinct library cells after synthesis is 44. Once synthesis finished, the tally of register bits stood at 128.

The initialized floorplan defines 92 standard-cell rows. The number of nets with antenna violations after detailed routing is 0. The number of warnings in the stage logs is 25.

The startpoint type of the worst setup path is a flip-flop. The critical path buffer and inverter count is 2. The floorplan utilization is 50.5%. Per the detail_route report, DRC violations left total 0. The yosys cell count is 2,769. The synthesized area divided by synthesized cell count is 11.5 um^2. The TritonCTS clock tree is yes. The flow reports an fmax of 0.0524 GHz.

The final antenna diode count is 0. The category of the critical setup timing path is reg -> reg. Setup repair after global routing left no endpoint under its margin. In this run the full chip footprint comes out at 0.0645 mm^2.

The number of instances in the synthesized netlist is 2,769. The half-perimeter wire length of the detailed placement result is 44,000 um. The signal arrival time at the worst endpoint is 19,310 ps.

The cell at the root of the clock tree is clkbuf_16. After detailed routing, the wire length on met1 is 20,200 um. The CTS buffer count is 17.

TritonRoute output was used to compute an average wire per cell of 13.5 um. The final-report hold violation count is 0. The number of H-tree levels is 4. The max-slew violation total from the final report is 0. The slew check shows that the tightest pin keeps a relative margin of 43.9%.

Between clock sinks in the finished design, the worst skew comes to 9.76 ps. The violation tally recorded at the end of detailed-routing iteration 0 is 362.
## layer usage
layer | GRT usage [%] | vias to the layer above
li1 | - | 8228
met1 | 25.2 | 9950
met2 | 30.4 | 194
met3 | 3.09 | 25
met4 | 1.82 | 0
met5 | 0 | -
## placed cells by master, fill, tap and decap left out, drive strengths merged, types with 17 or more instances in the layout
cell,netlist,final
nand2,124,124
buf,0,48
dfxtp,64,64
fa,931,931
inv,184,188
nor2b,66,66
edfxtp,64,64
clkdlybuf4s50,0,128
clkbuf,204,17
a21oi,33,33
and2,919,919
ha,62,62
## synth_stat cells, drive strengths merged
library cell | count | share of area, %
a211oi | 1 | 0.039
a21boi | 3 | 0.071
a21o | 13 | 0.31
a21oi | 33 | 0.52
a221o | 1 | 0.032
a221oi | 3 | 0.18
a311oi | 1 | 0.028
a31oi | 4 | 0.079
a41oi | 1 | 0.028
and2 | 919 | 18
and3 | 6 | 0.12
and4 | 1 | 0.028
clkbuf | 204 | 2.4
dfxtp | 64 | 4.0
edfxtp | 64 | 6.1
fa | 931 | 59
ha | 62 | 2.4
inv | 184 | 2.2
nand2 | 124 | 1.5
nand2b | 2 | 0.039
nand3 | 8 | 0.13
nand4 | 4 | 0.079
nor2 | 6 | 0.071
nor2b | 66 | 1.3
nor3 | 1 | 0.016
nor4 | 1 | 0.020
nor4bb | 2 | 0.063
o211ai | 7 | 0.20
o21a | 2 | 0.047
o21ai | 15 | 0.24
o21bai | 1 | 0.024
o221ai | 1 | 0.028
o311a | 1 | 0.032
o311ai | 1 | 0.028
o31a | 2 | 0.055
o31ai | 1 | 0.024
or2 | 2 | 0.039
xnor2 | 14 | 0.39
xor2 | 13 | 0.36
## flip-flops by register name (all words and copies together) (netlist names)
name / flops
b: 32
p: 64
a: 32
## cell families after synthesis
logic type	Yosys count	synth area share (%)
compound gates	91	1.95
xor+xnor	27	0.745
fa+ha+maj	993	61.2
buf+inv	388	4.59
flops	128	10.1
simple gates	1142	21.5
## worst paths after layout
kind          from  endpoint  slack (ps)  depth (start not counted)
min           b[0]      p[0]         860                          2
max reg2reg  a[29]     p[56]        5200                         44
max          a[29]     p[56]        5200                         44
min reg2reg   b[0]      p[0]         860                          2
## per-stage QoR
step	instances	util [%]	setup slack [ps]
6_report	3619	54.5	5200
5_1_grt	3619	54.5	4390
4_1_cts	3619	54.5	5090
3_5_place_dp	3587	53.6	5140
3_3_place_gp	3587	53.6	5340
2_1_floorplan	2769	-	6320
## tightest hold or removal path, cell delays in order (launching register included)
cell and delay [ps]:
dfxtp_1 310, buf_4 270, and2_1 170
## cell type report
class	instances	area (um^2)	area share, %
inverters	184	691	2.02
clock buffers	17	425	1.24
multi-input cells	2253	27100	79.1
flip-flops and latches	128	3200	9.35
repair buffers	176	1640	4.78
well taps	846	1060	3.09
clock inverters	15	160	0.467
